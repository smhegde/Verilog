==> ./design.v <==
`timescale 1ns / 10ps
module Count(cnt,rst,clk);
  input rst,clk;
  output [3:0] cnt;
  reg [3:0] cnt;
  always @(posedge clk) begin
    if(rst==1) begin
      cnt<=4'b0;
    end
    else begin
      cnt<=cnt+1;
    end
  end
endmodule
==> ./run.sh <==
#!/bin/bash
# OpenROAD 26Q1-2900-gdf79404cd8, Yosys 0.63+post, stock flow scripts
make -C /OpenROAD-flow-scripts/flow DESIGN_CONFIG=/design/flow/config.mk WORK_HOME=/design/flow/orfs finish
==> ./config.mk <==
export PLATFORM = sky130hd
export DESIGN_NAME = Count
export DESIGN_NICKNAME = Count
export VERILOG_FILES = /design/flow/design.v
export SDC_FILE = /design/flow/constraint.sdc
export NUM_CORES = 4
export LEC_CHECK = 1
export CORE_AREA = 10 10 70 70
export DIE_AREA = 0 0 80 80
==> ./constraint.sdc <==
current_design Count

set clk_period 1.0
set clk_io_pct 0.2

create_clock -name clk0 -period $clk_period [get_ports {clk}]

set non_clock_inputs [all_inputs -no_clocks]
set_input_delay [expr $clk_period * $clk_io_pct] -clock clk0 $non_clock_inputs
set_output_delay [expr $clk_period * $clk_io_pct] -clock clk0 [all_outputs]
==> reports/metrics.yaml <==
global_route:
  antenna_found_initial: 0
  grt_usage_pct: 1.60
  grt_pass1_wl_um: 696
  grt-ovfl-total: 0
  grt_start_max_net_pins: 4
  grt_pass1_vias: 158
cells_and_area:
  largest_reg_flops: 4
  lay_top_count: "buf_4"
  final_cell_mix: "buf_4, dfxtp_2, nor2_1, clkbuf_4"
  drive_above_1_share_pct: 53.8
  area_growth_pct: 116
  top_register: "cnt"
  n_fill_cell: 399
  final_util_pct: 9.19
  largestRegisters: "cnt x4"
floorplan:
  num_io_pins: 6
  fp.dieW_um: 80
  dieArea_mm2: 0.00640
  rows: 21
  die_y_um: 80
  initCoreUtil_pct: 4.25
  core_area_mm2: 0.00342
route:
  wl_met2_um: 106
  wl_per_cell_um: 6.05
  viasPerCell: 1.93
  highest_layer: "met3"
  wl_met1_um: 172
  firstDrtPassIters: 4
  first_iter_violations: 3
  routed_wl_um: 442
  ant_nets: 0
  wl_met3_um: 163
  drc_errors: 0
  vias: 141
synth:
  synth_area_um2: 145
  ys.warnings.count: 1
  avgSynthCellArea_um2: 11.2
  ys_seq_share_pct: 55.2
  ys.flops: 4
  ys_types: 7
  ys_cells: 13
  synth_chip_area_um2: 145
  syn_inst: 13
clocking:
  clockRootBuffer: "clkbuf_4"
  cts-htree-levels: 1
  clkTransAtPathRegs_ns: 0.04
  postCtsSetupBuffers: 0
  worstSkewPairLatency_ns: 0.24
  clock-sinks: 4
  cts_buffers: 3
  holdBufCountCts: 0
  cts_buffer_depth: 2
  cts_tree: "done"
timing:
  setup_viol: 0
  fin_crit_sh_pct: 97.4
  whs_ns: 0.504
  layout_setup_ws_ns: 0.0264
  final_hold_viol_count: 0
  finClkSkew_ns: 0.00502
  final_max_slew_viol_count: 0
  period_minus_slack_ns: 0.974
  max-slew-margin-rel_pct: 91.3
  worst_slew_pin_slew_ns: 0.131
  rsz0062_at_grt: "no"
  fmax_mhz: 1030
setup_path:
  cp_max_fo: 2
  start_kind: "flop"
  cp-end-kind: "output pin"
  cp_top_family: "flip-flops"
  critPathSlowestCell: "dfxtp_2"
  cp_cell_sequence: "dlygate4sd2_1"
  critical_path_class: "flop to output pin"
  required_ns: 0.80
  cp_data_arrival_time_ns: 0.77
  crit_buf_inv: 1
  cpPeakStageDelay_ns: 0.31
pwr:
  total_power_mw: 0.440
  vdd_drop_max_mv: 0.326
  p_leak_nw: 0.129
  p_per_area_mw_per_mm2: 1400
placed_design:
  pre_cts_slack_ns: -0.148
  place.gp.congestion: 0.673
  io_buffers: 5
job:
  maxCapViolCount: 0
  warning_count: 25
worst_hold_path:
  holdCritPathClass: "flop to flop"
run_status:
  status: "finished, final reports clean"
layer usage:
layer | track usage [%] | up-vias
met4 | 0.352 | 0
li1 | - | 69
met5 | 0 | -
met1 | 1.40 | 61
met2 | 1.28 | 11
met3 | 3.41 | 0
kinds of logic after synthesis:
kind of cell / Yosys count / synth area share, %
and+or+nand+nor: 6 / 19.8
DFF: 4 / 55.2
xor gates and xnor gates: 1 / 6.04
muxes: 1 / 10.3
adders and majority gates: 1 / 8.62
power breakdown:
part | switching (mW) | leakage [nW] | internal (mW) | total [mW]
Sequential | 0.00529 | 0.0343 | 0.173 | 0.178
Combinational | 0.0191 | 0.0805 | 0.0359 | 0.0550
Clock | 0.0726 | 0.0138 | 0.135 | 0.207
Total | 0.0970 | 0.129 | 0.343 | 0.440
final cells by class:
cell class,instances,area [µm²],area share (%)
Antenna cell,1,2.50,0.797
Tap cell,46,57.6,18.3
Multi-Input combinational cell,9,65.1,20.7
Timing Repair Buffer,10,81.3,25.9
Clock buffer,3,22.5,7.17
Sequential cell,4,85.1,27.1
worst paths after layout:
kind	end	start	slack [ns]	cells past startpoint
max	cnt[0]	cnt[0]$_SDFF_PP0_	0.03	1
max reg2reg	cnt[1]$_SDFF_PP0_	cnt[0]$_SDFF_PP0_	0.04	3
min	cnt[0]$_SDFF_PP0_	cnt[0]$_SDFF_PP0_	0.50	2
min reg2reg	cnt[0]$_SDFF_PP0_	cnt[0]$_SDFF_PP0_	0.50	2
metrics by stage:
step           setup TNS, ns  instance area (µm²)  cells
4_1_cts                    0                  313     72
3_5_place_dp          -0.177                  290     69
6_report                   0                  314     73
2_1_floorplan              0                  145     13
3_3_place_gp          -0.139                  290     69
5_1_grt                    0                  312     72
cell usage after synthesis:
cell type / instances / share of area, %
dfxtp_1: 4 / 55
nor2_1: 3 / 7.8
nand3_1: 1 / 3.4
xnor2_1: 1 / 6.0
nor2b_1: 2 / 8.6
ha_1: 1 / 8.6
mux2_4: 1 / 10
timing repair:
item	in CTS	in global routing
gates cloned	0	0
endpoints found under the setup margin	4	4
gates resized	8	4
Power is estimated from default activity; no workload was simulated.
